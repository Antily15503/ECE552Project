===== ./config.mk =====
export PLATFORM = sky130hd
export DESIGN_NAME = WriteDecoder_4_16
export DESIGN_NICKNAME = WriteDecoder_4_16
export VERILOG_FILES = /design/flow/design.v
export SDC_FILE = /design/flow/constraint.sdc
export NUM_CORES = 4
export LEC_CHECK = 1
export CORE_AREA = 10 10 70 70
export DIE_AREA = 0 0 80 80

===== ./constraint.sdc =====
current_design WriteDecoder_4_16

set clk_period 1.4
set clk_io_pct 0.2

create_clock -name clk0 -period $clk_period

set non_clock_inputs [all_inputs -no_clocks]
set_input_delay [expr $clk_period * $clk_io_pct] -clock clk0 $non_clock_inputs
set_output_delay [expr $clk_period * $clk_io_pct] -clock clk0 [all_outputs]

===== ./design.v =====
module Shifter(
    input [15:0] Shift_In,
    input [3:0] Shift_val,
    input [1:0] Mode,  
    output [15:0] Shift_Out
);
wire [15:0] shift_a, shift_b, shift_c, shift_d;
assign shift_a = Shift_val[3] ? (
        Mode == 2'b01 ? {{8{Shift_In[15]}}, Shift_In[15:8]}:     
        Mode == 2'b00 ? {Shift_In[7:0], 8'h00}:                  
        {Shift_In[7:0], Shift_In[15:8]}) :                       
    Shift_In;                                                    
assign shift_b = Shift_val[2] ? (
        Mode == 2'b01 ? {{4{shift_a[15]}}, shift_a[15:4]}:       
        Mode == 2'b00 ? {shift_a[11:0], 4'b0000}:                
        {shift_a[3:0], shift_a[15:4]}) :                         
    shift_a;                                                     
assign shift_c = Shift_val[1] ? (
        Mode == 2'b01 ? {{2{shift_b[15]}}, shift_b[15:2]}:       
        Mode == 2'b00 ? {shift_b[13:0], 2'b00}:                  
        {shift_b[1:0], shift_b[15:2]}) :                         
    shift_b;                                                     
assign Shift_Out = Shift_val[0] ? (
        Mode == 2'b01 ? {shift_c[15], shift_c[15:1]}:            
        Mode == 2'b00 ? {shift_c[14:0], 1'b0}:                   
        {shift_c[0], shift_c[15:1]}) :                           
    shift_c;                                                     
endmodule
module WriteDecoder_4_16(
    input [3:0] RegId,
    input WriteReg,
    output [15:0] Wordline
);
wire [15:0] zeros;
assign zeros = WriteReg;
Shifter shift(.Shift_In(zeros), .Shift_val(RegId), .Mode(2'b00), .Shift_Out(Wordline));
endmodule

===== ./run.sh =====
#!/bin/bash
# OpenROAD 26Q1-2900-gdf79404cd8, Yosys 0.63+post, stock flow scripts
make -C /OpenROAD-flow-scripts/flow DESIGN_CONFIG=/design/flow/config.mk WORK_HOME=/design/flow/orfs finish

==> flow_results.org <==
* Flow results

** Logic synthesis
- Yosys reports a chip area of 118 µm².
- For reference, full adder, half adder and majority cells occupy 0% of the area reported after synthesis.
- The synthesized netlist devotes 0% of its cell area to XOR and XNOR gates.
- Counting every instance in the synthesized netlist gives 23.
- Post-synthesis mux area share :: 0%
- Top comb family, area :: simple AND/OR/NAND/NOR gates
- Simple-Gate Area Share :: 100%
- Synth Area in Compound Gates :: 0%
- Of the synthesized area, sequential elements account for 0%.
- Yosys Instances :: 23
- After synthesis the cells add up to 118 µm².
- Yosys warning count :: 0
- In this run, distinct cell masters in the synthesized netlist total 8.
- For reference, the post-synthesis area per instance comes to 5.11 µm².

** Die
- FP Rows :: 21
- Once the floorplan was initialized, standard cells occupied 3.44% of the core.
- Die Y-Extent :: 80 µm
- In this run the count of I/O pins placed on the die edge is 21.
- The core region is 0.00342 mm².
- The die covers 0.00640 mm².
- DIE WIDTH :: 80 µm

** Global route
- Total overflow reported by the global router :: 0
- Total GRT Usage :: 2.68%
- Vias in the first global route :: 311
- Entering global routing, the biggest net connects 8 pins.
- The first global-routing pass estimated 1480 µm of wire.
- Antenna violations before repair :: 0

** Finish
- Once layout is complete, the cells apart from fillers number 100.
- Layout-stage area growth over the synthesis result :: 311%
- Final instance area :: 483 µm²
- Registers take 0 µm².
- Clock buffer cells :: 0
- Fraction of layout cells with a size suffix above 1 :: 59.3%
- There are 0 flip-flops and latches.

** Placed design
- The placement stage leaves a total instance area of 408 µm².
- The wire-length estimate of the detail-placed layout is 678 µm.
- In this run, placement finished with an instance count of 93.
- GP Congestion :: 0.718
- Count of input and output buffers :: 21

** Worst setup path
- The slowest stage of the critical path belongs to the cell sky130_fd_sc_hd__or3b_4.
- Slowest stage delay, CP :: 400 ps
- Data required time of the critical path :: 1120 ps
- Path type of the worst setup path :: primary input to output port
- Top cell by count, worst path :: sky130_fd_sc_hd__buf_6
- STA classifies the critical path endpoint as an output port.
- Critical path fanouts, max :: 4
- Traced cell by cell, the critical path runs through buf_8 > or3b_4 > buf_6 > buf_6 > nor2_4 > buf_2.
- The OpenROAD report gives the critical path a data arrival time of 1170 ps.
- The worst setup path is launched from a primary input.

** Final timing
- The final report lists the setup-violating endpoint count as 2.
- Slew at the pin with the worst max-slew slack :: 185 ps
- After layout, the worst setup slack is -54.3 ps.
- The max-slew check reports its worst relative slack as 87.7%.
- Ratio of final minimum period to clock period :: 104%
- Post-route minimum period :: 1450 ps
- Unrepaired setup endpoints after global routing :: yes
- Setup TNS :: -69.7 ps
- Final Hold Violation Tally :: 0
- Static timing analysis puts the maximum clock frequency at 688 MHz.
- Number of pins with negative max-slew slack in the final report :: 0

** Power
- The worst VDD IR drop from the latest analysis is 0.0194 mV.
- Per report_power, the sequential group accounts for 0% of the total.
- The report lists the power per cell area as 174 mW/mm².
- Net switching is 41.8% of the power.
- The clock network burns 0% of the power.
- The script extracted a total leakage power of 0.000247 µW.
- Sw Pwr :: 35.2 µW
- Per report_power, the combinational group accounts for 100.0% of the total.
- Cell internal power was estimated by the tool at 49.0 µW.

** Worst hold path
- Hold Crit Class :: primary input to output port

** Detailed routing
- DRT antenna net count :: 0
- Per the detail_route report, vias per standard cell equal 2.82.
- Post-detailed-routing wire length :: 890 µm
- Number of detailed-routing iterations run before antenna repair :: 1
- Initial drt markers :: 0
- Via count :: 282
- DRC violation count after routing :: 0
- Post-detailed-route wirelength per cell :: 8.90 µm
- In the routed netlist, the antenna diode instances number 0.

** Outcome
- The final reports fail on negative setup slack.
- Status :: finished with violations

** Run
- Maxcap violations :: 0
- Warnings raised by the tools during the run amount to 34.
## layout make-up
| type | instances | area [µm²] |
|---|---|---|
| fill | 397 | 2930 |
| tap | 46 | 57.6 |
| multi-input combinational | 23 | 168 |
| timing repair buffer | 31 | 258 |
## worst paths after layout
path              startpoint          end  slack, ps  cells after the start
setup / recovery    RegId[1]  Wordline[8]        -50                      6
hold / removal      RegId[2]  Wordline[2]        850                      3
## worst max-delay path, delay by kind of cell
kind	cells	cell delay, ps
AND/OR/NAND/NOR	2	460
buffers and inverters	4	440
## power groups by stage
stage | Clock (µW) | Combinational, µW | Sequential (µW)
CTS | 0 | 82.9 | 0
global route | 0 | 91.9 | 0
finish | 0 | 84.2 | 0
## layer usage
| layer | wire length [µm] | vias up | global-route usage (%) |
|---|---|---|---|
| li1 | - | 140 | - |
| met1 | 342 | 124 | 3.03 |
| met2 | 372 | 18 | 4.57 |
| met3 | 176 | 0 | 1.48 |
| met4 | 0 | 0 | 0 |
| met5 | 0 | - | 0 |
## synthesized netlist by cell type
| master | number | share of area [%] |
|---|---|---|
| sky130_fd_sc_hd__nor3_1 | 3 | 13 |
| sky130_fd_sc_hd__nand2b_1 | 2 | 11 |
| sky130_fd_sc_hd__or3b_4 | 1 | 9.6 |
| sky130_fd_sc_hd__nand2_1 | 1 | 3.2 |
| sky130_fd_sc_hd__nand3b_1 | 2 | 13 |
| sky130_fd_sc_hd__nor3_2 | 1 | 8.5 |
| sky130_fd_sc_hd__nand3_1 | 1 | 4.3 |
| sky130_fd_sc_hd__nor2_1 | 12 | 38 |
## repair_timing
action,4_1_cts,5_1_grt
setup endpoints to repair,16,9
setup buffers,10,0
hold buffers,0,0
pin swaps,16,4
gates resized,65,9
## kinds of logic after synthesis
group	after synthesis
AND/OR/NAND/NOR	23
## stage by stage
step	hold WS, ps	util [%]	worst slack, ps	power (µW)
2_1_floorplan	573	-	374	15.1
3_3_place_gp	1630	11.9	-662	59.7
3_5_place_dp	1630	11.9	-672	60.7
4_1_cts	839	14.2	-93.0	82.9
5_1_grt	874	14.1	-94.8	91.9
6_report	852	14.1	-54.3	84.2
## layout by cell type (no fill, tap or decap), types with 2 or more instances in the layout
master / synthesis / layout
sky130_fd_sc_hd__nor3_2: 1 / 3
sky130_fd_sc_hd__dlygate4sd2_1: 0 / 7
sky130_fd_sc_hd__buf_4: 0 / 9
sky130_fd_sc_hd__buf_6: 0 / 5
sky130_fd_sc_hd__nor2_1: 12 / 9
sky130_fd_sc_hd__nand3b_1: 2 / 2
sky130_fd_sc_hd__nor2_2: 0 / 2
sky130_fd_sc_hd__buf_2: 0 / 6
sky130_fd_sc_hd__nand2b_4: 0 / 2
Power and IR drop assume default switching activity.
