<file path="flow/design.v">
module ReadDecoder_4_16(
    input [3:0] RegId,
    output [15:0] Wordline
);
wire [15:0] zeros;
assign zeros = 16'h0001;
Shifter shift(.Shift_In(zeros), .Shift_val(RegId), .Mode(2'b00), .Shift_Out(Wordline));
endmodule
module Shifter(
    input [15:0] Shift_In,
    input [3:0] Shift_val,
    input [1:0] Mode,  
    output [15:0] Shift_Out
);
wire [15:0] shift_a, shift_b, shift_c, shift_d;
assign shift_a = Shift_val[3] ? (
        Mode == 2'b01 ? {{8{Shift_In[15]}}, Shift_In[15:8]}:     
        Mode == 2'b00 ? {Shift_In[7:0], 8'h00}:                  
        {Shift_In[7:0], Shift_In[15:8]}) :                       
    Shift_In;                                                    
assign shift_b = Shift_val[2] ? (
        Mode == 2'b01 ? {{4{shift_a[15]}}, shift_a[15:4]}:       
        Mode == 2'b00 ? {shift_a[11:0], 4'b0000}:                
        {shift_a[3:0], shift_a[15:4]}) :                         
    shift_a;                                                     
assign shift_c = Shift_val[1] ? (
        Mode == 2'b01 ? {{2{shift_b[15]}}, shift_b[15:2]}:       
        Mode == 2'b00 ? {shift_b[13:0], 2'b00}:                  
        {shift_b[1:0], shift_b[15:2]}) :                         
    shift_b;                                                     
assign Shift_Out = Shift_val[0] ? (
        Mode == 2'b01 ? {shift_c[15], shift_c[15:1]}:            
        Mode == 2'b00 ? {shift_c[14:0], 1'b0}:                   
        {shift_c[0], shift_c[15:1]}) :                           
    shift_c;                                                     
endmodule
</file>
<file path="flow/config.mk">
export PLATFORM = sky130hd
export DESIGN_NAME = ReadDecoder_4_16
export DESIGN_NICKNAME = ReadDecoder_4_16
export VERILOG_FILES = /design/flow/design.v
export SDC_FILE = /design/flow/constraint.sdc
export NUM_CORES = 4
export LEC_CHECK = 1
export CORE_AREA = 10 10 70 70
export DIE_AREA = 0 0 80 80
</file>
<file path="flow/run.sh">
#!/bin/bash
# OpenROAD 26Q1-2900-gdf79404cd8, Yosys 0.63+post, stock flow scripts
make -C /OpenROAD-flow-scripts/flow DESIGN_CONFIG=/design/flow/config.mk WORK_HOME=/design/flow/orfs finish
</file>
<file path="flow/constraint.sdc">
current_design ReadDecoder_4_16

set clk_period 1.0
set clk_io_pct 0.2

create_clock -name clk0 -period $clk_period

set non_clock_inputs [all_inputs -no_clocks]
set_input_delay [expr $clk_period * $clk_io_pct] -clock clk0 $non_clock_inputs
set_output_delay [expr $clk_period * $clk_io_pct] -clock clk0 [all_outputs]
</file>
==> deck_impl_summary.md <==
Implementation Results

Die
  – Die width: 80 um
  – IO Count: 20
  – DIE HEIGHT: ~80 um
  – Core area: around 0.0034 mm^2
  – Die area: around 0.0064 mm^2
  – Init Core Util: 6.63%
  – Placement Rows: 21

Final timing
  – RSZ-0062 raised after global routing: true
  – Fmax achieved: ~0.87 GHz
  – Slew Viols, Final: 0
  – Tmin final: approximately 1.1 ns
  – Max-Slew Margin vs Limit: approximately 87%
  – Final Hold Fails: 0
  – Worst setup margin: -0.149 ns
  – Final setup violation count: 13
  – Worst slew pin tran: a little under 0.2 ns
  – Cycle use final: 115%

Pwr
  – Switching power: between 0.08 and 0.09 mW
  – Power Density: 346 mW/mm^2
  – Reg power frac: 0%
  – Switching share of total power: between 30% and 40%
  – Lkg Pwr: 0.339 nW
  – Power Internal: approximately 0.16 mW
  – Max VDD drop: between 0.1 and 0.15 mV
  – Clock group share of total power: 0%
  – Comb power frac: roughly 100%

Hold path
  – Hold_sp: RegId[3]
  – HP Class: primary input to output pin

Flow run
  – Max-cap check violation count: 0
  – OpenROAD warning count: 34

Synth
  – Yosys Warn Count: 0
  – Syn Area/Cell: between 10 and 15 um^2
  – Cell Area, Synth: roughly 230 um^2
  – Synth Seq Share: 0%
  – Chip Area, Yosys: ~230 um^2
  – Ys cells: 20
  – Cells after Synth: 20
  – Synth unique cells: 6

Place
  – Detailed Place HPWL: ~660 um
  – Pre-CTS setup slack: -0.814 ns
  – Routability cong.: roughly 0.7
  – Port-buffer cells: 20

Global routing
  – Global-route wire length before repair: between 2000 and 2500 um
  – Vias in the first global route: around 360
  – Antenna violations before repair: 0
  – Gr ovfl total: 0
  – Pin count of the biggest net entering global routing: 8
  – GR Util All Layers: 3.99%

Route
  – Routed WL: around 1400 um
  – TritonRoute pass-1 iters: 3
  – Total number of vias: roughly 360
  – Antenna diodes: 0
  – Via density: roughly 3.5
  – WL per Instance: 13.9 um
  – Drt first-iter violations: 5
  – DRC: 0
  – Remaining antenna violation count: 0

Outcome
  – Status: complete, but fails checks
  – Failing checks: negative setup slack

Cells and area
  – Area grow syn2layout: 212%
  – Clock buffers: 0
  – Num sequential: 0
  – Final Util: 20.7%
  – Share of cells above drive strength 1: between 90% and 100%
  – Fillcell total: ~370
  – Gate Area: 240 um^2
  – Register Area: 0 um^2

Setup path
  – CP endpoint kind: output pin
  – Crit-path max FO: 7
  – Setup crit start kind: primary input
  – Setup CP Type: primary input to output pin
  – Critical path cell sequence: buf_12, buf_16, buf_6, nor4b_4, buf_2
  – Critical path arrival: between 0.9 and 1 ns
  – CP Data Required Time: roughly 0.8 ns
  – Slowest cell on crit path: nor4b_4
  – Setup crit start: RegId[3]
  – Max stage delay on crit path: 0.26 ns

CTS
  – Cts hold-fix bufs: 0
==> placed cells by master, fill, tap and decap left out <==
cell	netlist	final
and4b_1	4	4
buf_16	0	2
buf_12	0	3
nor4_4	0	1
buf_4	4	3
buf_6	0	13
and4_1	1	1
buf_2	0	16
buf_8	0	3
nor4b_4	0	4
and4bb_2	6	6
==> metrics by stage <==
step	std cells	setup TNS, ns	total power, mW	area, um^2	hold WS (ns)
after floorplan	20	0	0.0509	226	0.541
after global placement	86	-12.02	0.128	509	1.50
after detailed placement	86	-12.07	0.129	509	1.50
after CTS	101	-0.988	0.213	649	0.750
after global routing	102	-1.47	0.260	707	0.771
final	102	-1.05	0.245	707	0.755
==> Yosys cell counts, drive strengths merged <==
master | n | share of area, %
and4b | 4 | 18
and4bb | 6 | 33
and4 | 1 | 3.9
nor4b | 4 | 27
nor4 | 1 | 5.5
buf | 4 | 13
==> area by class of cell <==
type,count,share of cell area (%)
repair buffers,40,57.9
well taps,46,8.14
multi-input cells,16,34.0
==> power groups by stage <==
stage | clock network, mW | logic, mW | registers [mW]
4_1_cts | 0 | 0.213 | 0
5_1_grt | 0 | 0.260 | 0
6_report | 0 | 0.245 | 0
==> worst max-delay path, delay by kind of cell <==
kind | cells | cell delay, ns
AND/OR/NAND/NOR | 1 | 0.26
buffers and inverters | 4 | 0.49
==> cell families after synthesis <==
family | Yosys count | share of synthesized area (%)
buf+inv | 4 | 13.3
simple gates | 16 | 86.7
==> worst paths after layout <==
kind | end | slack [ns] | cells past startpoint
worst max-delay path | Wordline[2] | -0.15 | 5
worst min-delay path | Wordline[1] | 0.75 | 4
==> per-layer routing <==
metal	track usage (%)	vias up	share of wire, %
met2	4.65	20	34
met4	0	0	0
met3	1.14	0	8.8
met1	6.92	179	57
li1	-	163	-
met5	0	-	0
==> what timing repair did <==
action | 4_1_cts | 5_1_grt
cloned | 4 | 0
hold endpoints to repair | 0 | 0
pin swaps | 13 | 8
endpoints found under the setup margin | 16 | 13
buffers inserted | 11 | 1
gates resized | 88 | 9
No activity file was given, so power comes from the tool's default toggle rates.
