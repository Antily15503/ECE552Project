$ cat /design/flow/config.mk
export PLATFORM = sky130hd
export DESIGN_NAME = ALU
export DESIGN_NICKNAME = ALU
export VERILOG_FILES = /design/flow/design.v
export SDC_FILE = /design/flow/constraint.sdc
export NUM_CORES = 4
export LEC_CHECK = 1
export CORE_UTILIZATION = 30
$ cat /design/flow/constraint.sdc
current_design ALU

set clk_period 19.4
set clk_io_pct 0.2

create_clock -name clk0 -period $clk_period

set non_clock_inputs [all_inputs -no_clocks]
set_input_delay [expr $clk_period * $clk_io_pct] -clock clk0 $non_clock_inputs
set_output_delay [expr $clk_period * $clk_io_pct] -clock clk0 [all_outputs]
$ cat /design/flow/design.v
module ALU (
    input [15:0] ALU_In1, ALU_In2,
    input [3:0] Opcode,
    output reg [15:0] ALU_Out,
    output [2:0] Flags  
);
    wire [15:0] adder_out;
    wire [15:0] xor_out;
    wire [15:0] shift_out;
    wire [15:0] red_out;
    wire [15:0] paddsub_out;
    wire overflow;
    wire overflow_paddsb;  
    addsub_16bit adder_sub(
        .A(ALU_In1),
        .B(ALU_In2),
        .sub(Opcode[0]),
        .Sum(adder_out),
        .overflow(overflow)
    );
    assign xor_out = ALU_In1 ^ ALU_In2;
    Shifter shifter_unit(
        .Shift_In(ALU_In1),
        .Shift_val(ALU_In2[3:0]),
        .Mode(Opcode[1:0]),
        .Shift_Out(shift_out)
    );
    psa_16bit paddsub_unit(
        .a(ALU_In1),
        .b(ALU_In2),
        .sum(paddsub_out),
        .error(overflow_paddsb)
    );
    RED red_unit(
        .A(ALU_In1),
        .B(ALU_In2),
        .Sum(red_out)
    );
    always @(*) begin
        casex(Opcode)
            4'b0000: ALU_Out = adder_out;    
            4'b0001: ALU_Out = adder_out;    
            4'b0010: ALU_Out = xor_out;      
            4'b0011: ALU_Out = red_out;      
            4'b0100: ALU_Out = shift_out;    
            4'b0101: ALU_Out = shift_out;    
            4'b0110: ALU_Out = shift_out;    
            4'b0111: ALU_Out = paddsub_out;  
            4'b100x: ALU_Out = adder_out;    
            4'b1010: ALU_Out = ((ALU_In1 & 16'hFF00) | ALU_In2[7:0]);  
            4'b1011: ALU_Out = ((ALU_In1 & 16'h00FF) | ALU_In2[7:0]<<8);  
            default: ALU_Out = 16'h0000;
        endcase
    end
    assign Flags[2] = (ALU_Out == 16'h0000);                                     
    assign Flags[1] = (Opcode == 4'b0000 | Opcode == 4'b0001) ? overflow : 1'b0;   
    assign Flags[0] = (Opcode == 4'b0000 | Opcode == 4'b0001) ? ALU_Out[15] : 1'b0;  
endmodule
module psa_16bit (
    input  wire [15:0] a,
    input  wire [15:0] b,
    output wire [15:0] sum,
    output wire error
);
wire [3:0] sum0, sum1, sum2, sum3;
wire ovfl0, ovfl1, ovfl2, ovfl3;
addsub_4bit iAdder0 (.A(a[15:12]), .B(b[15:12]), .Sum(sum[15:12]), .Cout(ovfl3), .sub(1'b0));
addsub_4bit iAdder1 (.A(a[11:8]),  .B(b[11:8]),  .Sum(sum[11:8]),  .Cout(ovfl2), .sub(1'b0));
addsub_4bit iAdder2 (.A(a[7:4]),   .B(b[7:4]),   .Sum(sum[7:4]),   .Cout(ovfl1), .sub(1'b0));
addsub_4bit iAdder3 (.A(a[3:0]),   .B(b[3:0]),   .Sum(sum[3:0]),   .Cout(ovfl0), .sub(1'b0));
assign error = ovfl0 | ovfl1 | ovfl2 | ovfl3;
endmodule
module RED(
    input [15:0] A, B,  
    output [15:0] Sum  
);
wire [15:0] SumLv1;
wire [15:0] SumLv2;
wire [3:0] coutLv1;
add_4bit adder_lv1_1 (.A(A[3:0]), .B(B[3:0]), .Cin(1'b0), .Sum(SumLv1[3:0]), .Cout(coutLv1[0]));
add_4bit adder_lv1_2 (.A(A[7:4]), .B(B[7:4]), .Cin(1'b0), .Sum(SumLv1[7:4]), .Cout(coutLv1[1]));
add_4bit adder_lv1_3 (.A(A[11:8]), .B(B[11:8]), .Cin(1'b0), .Sum(SumLv1[11:8]), .Cout(coutLv1[2]));
add_4bit adder_lv1_4 (.A(A[15:12]), .B(B[15:12]), .Cin(1'b0), .Sum(SumLv1[15:12]), .Cout(coutLv1[3]));
wire [4:0] sumAE, sumBF, sumCG, sumDH;
assign sumAE = {coutLv1[0], SumLv1[3:0]};
assign sumBF = {coutLv1[1], SumLv1[7:4]};
assign sumCG = {coutLv1[2], SumLv1[11:8]};
assign sumDH = {coutLv1[3], SumLv1[15:12]};
wire[1:0] coutLv2;
add_8bit adder_lv2_1 (.A({3'b000, sumAE}), .B({3'b000, sumBF}), .Cin(1'b0), .Sum(SumLv2[7:0]), .Cout(coutLv2[0]));
add_8bit adder_lv2_2 (.A({3'b000, sumCG}), .B({3'b000, sumDH}), .Cin(1'b0), .Sum(SumLv2[15:8]), .Cout(coutLv2[1]));
wire [7:0] SumAEBF, SumCGDH;
assign SumAEBF = {coutLv2[0],SumLv2[7:0]};
assign SumCGDH = {coutLv2[1],SumLv2[15:8]};
wire [7:0] SumRaw;
wire coutLv3;
add_8bit adder_lv3 (.A(SumAEBF), .B(SumCGDH), .Cin(1'b0), .Sum(SumRaw), .Cout(coutLv3));
assign Sum = {coutLv3, SumRaw};
endmodule
module Shifter(
    input [15:0] Shift_In,
    input [3:0] Shift_val,
    input [1:0] Mode,  
    output [15:0] Shift_Out
);
wire [15:0] shift_a, shift_b, shift_c, shift_d;
assign shift_a = Shift_val[3] ? (
        Mode == 2'b01 ? {{8{Shift_In[15]}}, Shift_In[15:8]}:     
        Mode == 2'b00 ? {Shift_In[7:0], 8'h00}:                  
        {Shift_In[7:0], Shift_In[15:8]}) :                       
    Shift_In;                                                    
assign shift_b = Shift_val[2] ? (
        Mode == 2'b01 ? {{4{shift_a[15]}}, shift_a[15:4]}:       
        Mode == 2'b00 ? {shift_a[11:0], 4'b0000}:                
        {shift_a[3:0], shift_a[15:4]}) :                         
    shift_a;                                                     
assign shift_c = Shift_val[1] ? (
        Mode == 2'b01 ? {{2{shift_b[15]}}, shift_b[15:2]}:       
        Mode == 2'b00 ? {shift_b[13:0], 2'b00}:                  
        {shift_b[1:0], shift_b[15:2]}) :                         
    shift_b;                                                     
assign Shift_Out = Shift_val[0] ? (
        Mode == 2'b01 ? {shift_c[15], shift_c[15:1]}:            
        Mode == 2'b00 ? {shift_c[14:0], 1'b0}:                   
        {shift_c[0], shift_c[15:1]}) :                           
    shift_c;                                                     
endmodule
module add_4bit (
    input [3:0] A, B,  
    input Cin,  
    output [3:0] Sum,  
    output Cout  
);
    wire [3:0] P, G;  
    wire [3:0] C;  
    assign P = A ^ B;  
    assign G = A & B;  
    assign C[0] = Cin;
    assign C[1] = G[0] | (P[0] & C[0]);
    assign C[2] = G[1] | (P[1] & C[1]);
    assign C[3] = G[2] | (P[2] & C[2]);
    assign Cout = G[3] | (P[3] & C[3]);
    assign Sum = P ^ C[3:0];
endmodule
module add_8bit (
    input [7:0] A, B,
    input Cin,
    output [7:0] Sum,
    output Cout
);
wire internalCarry;
add_4bit lower(
    .A(A[3:0]),
    .B(B[3:0]),
    .Cin(Cin),
    .Sum(Sum[3:0]),
    .Cout(internalCarry)
);
add_4bit upper(
    .A(A[7:4]),
    .B(B[7:4]),
    .Cin(internalCarry),
    .Sum(Sum[7:4]),
    .Cout(Cout)
);
endmodule
module addsub_16bit (
    input [15:0] A, B,  
    input sub,  
    output [15:0] Sum,  
    output overflow  
);
wire [15:0] Bnot;  
assign Bnot = sub ? ~B : B;  
wire [15:0] P, G;  
wire [15:0] Carry;  
wire [15:0] SumRaw;  
wire Cout, posOv, negOv;  
assign P = A ^ Bnot;  
assign G = A & Bnot;  
assign Carry[0] = sub;
assign Carry[1] = G[0] | (P[0] & Carry[0]);
assign Carry[2] = G[1] | (P[1] & Carry[1]);
assign Carry[3] = G[2] | (P[2] & Carry[2]);
assign Carry[4] = G[3] | (P[3] & Carry[3]);
assign Carry[5] = G[4] | (P[4] & Carry[4]);
assign Carry[6] = G[5] | (P[5] & Carry[5]);
assign Carry[7] = G[6] | (P[6] & Carry[6]);
assign Carry[8] = G[7] | (P[7] & Carry[7]);
assign Carry[9] = G[8] | (P[8] & Carry[8]);
assign Carry[10] = G[9] | (P[9] & Carry[9]);
assign Carry[11] = G[10] | (P[10] & Carry[10]);
assign Carry[12] = G[11] | (P[11] & Carry[11]);
assign Carry[13] = G[12] | (P[12] & Carry[12]);
assign Carry[14] = G[13] | (P[13] & Carry[13]);
assign Carry[15] = G[14] | (P[14] & Carry[14]);
assign Cout = G[15] | (P[15] & Carry[15]);
assign SumRaw = P ^ Carry;  
assign posOv = ( (A[15] == 1'b0) & (Bnot[15] == 1'b0) & (SumRaw[15] == 1'b1));
assign negOv = ( (A[15] == 1'b1) & (Bnot[15] == 1'b1) & (SumRaw[15] == 1'b0));
assign overflow = posOv | negOv;
assign Sum = posOv ? (16'h7FFF) : ( 
    negOv ? (16'h8000) : (  
        SumRaw
    )
);
endmodule
module addsub_4bit (
    input [3:0] A, B,  
    input sub,  
    output [3:0] Sum,  
    output Cout  
);
    wire [3:0] P, G;  
    wire [3:0] Bnot, SumRaw;
    wire [3:0] C;  
    wire posOv, negOv;  
    assign Bnot = sub ? ~B : B;  
    assign P = A ^ Bnot;  
    assign G = A & Bnot;  
    assign C[0] = sub;
    assign C[1] = G[0] | (P[0] & C[0]);
    assign C[2] = G[1] | (P[1] & C[1]);
    assign C[3] = G[2] | (P[2] & C[2]);
    assign Cout = G[3] | (P[3] & C[3]);
    assign SumRaw = P ^ C;
    assign posOv = ( (A[3] == 1'b0) && (Bnot[3] == 1'b0) && (SumRaw[3] == 1'b1));
    assign negOv = ( (A[3] == 1'b1) && (Bnot[3] == 1'b1) && (SumRaw[3] == 1'b0));
    assign Sum = posOv ? (4'h7) : (  
        negOv ? (4'h8) : (  
            SumRaw
        )
    );
endmodule
$ cat /design/flow/run.sh
#!/bin/bash
# OpenROAD 26Q1-2900-gdf79404cd8, Yosys 0.63+post, stock flow scripts
make -C /OpenROAD-flow-scripts/flow DESIGN_CONFIG=/design/flow/config.mk WORK_HOME=/design/flow/orfs finish
==> notes.md <==
The run reported a max-capacitance violation count of 0. Endpoints failing hold in the final report were tallied at 0. Critical path's most frequent cell: fa_1. The number of instances resized during post-cts repair is 0, and the number of setup buffers added after CTS is 0. Setup repair after global routing left no endpoint under its margin. After floorplanning, the core was sized to cover 14,600 sq um.

The tools report the required time of the critical path as 15.52 ns. Setup slack on the critical path of the routed design comes to 2.06 ns. The number of hold buffers added after CTS is 0. The iteration tally of the first detailed-router pass is 24.

After synthesis, flip-flops and latches occupy 0% of the total area. Number of antenna violations at the first check in global routing: 0. The run gives 1,541 for the number of fillers in the final layout. The run gives 125 um for the die extent in y. Note, the detailed placer reported a final HPWL of 14,900 um. The number of DRC markers in iteration 0 was 533. The min-delay analysis places its worst path in the category input port to output pin.

In the finished design the tool counted flip-flops and latches totalling 0. The worst-case max-slew headroom was logged as 43.1%. With the count of antenna-violating nets left after detailed routing at 0, the final cycle utilization of the critical path is 89.4%. The netlist uses 86 different library cells. The sum of routed wire length over all layers was 19,200 um. Dividing the detail-routed via count by the number of cells gives 6.37. Before any placement, the netlist area is recorded as 4540 sq um. The delay contributed by the slowest stage of the critical path was 0.52 ns; the signal arrival time at the worst endpoint was 13.46 ns.

For this configuration, the core starts out at a cell density of 31.0%. In this run the VDD rail shows a maximum IR drop of 0.0292 mV. The row count came out at 44. For the count of mapped cells out of synthesis, the log shows 589.

The flow ran to the end, and the final reports show no timing, DRC or antenna violations. For the maximum frequency from static timing analysis, the log shows 57.7 MHz. The flow measured a signed area growth from synthesis to layout of 13.4%. In the final layout, flip-flops and latches occupy 0 sq um. In this run the mean area of a mapped cell was 7.70 sq um. STA on the placed design reports a worst setup slack of 2.05 ns. The first global-routing pass estimated 29,400 um of wire.

The transition time recorded at the tightest slew-check pin is 0.848 ns. In the synthesis report, Yosys lists the chip area as 4540 sq um. The average routed wire per standard cell was 24.2 um. Entering global routing, the biggest net connects 63 pins. Per the GRT congestion report, total overflow comes to 0. For the number of setup violations in the final report, the log shows 0.

The cell at the slowest stage of the critical path is clkdlybuf4s50_1. The highest net fanout along the worst path is 47. The leakage power in the latest report is 1.99 nW. The yosys synthesis warning count came out at 1. For the total negative setup slack, the log shows 0 ns. The horizontal die dimension works out to 125 um.

The yosys cell count is 589. In this run the full chip footprint comes out at 15,600 sq um. With the post-layout minimum cycle time at 17.34 ns, the total of buffers placed on input and output ports is 55. The number of vias after detailed routing was 5,057.

The power density over cell area works out to 39.5 nW/um^2. The tools report the via count of the first global-routing pass as 4,931. 55 I/O pins were placed. The kind of critical path was input port to output pin. The number of max-slew violations in the final report came out at 0. For this run, the total global-route usage over all layers was measured as 25.0%. The worst setup path is launched from an input port.

Tool warning count: 45. With the global placement routability congestion at 1.03, the DRC violation count after routing is 0. The ratio of cells with drive above 1 in the final layout was 7.21%. The endpoint class of the critical path is an output pin.

With the clock buffer count in the final layout at 0, the antenna diode count is 0.
report_power, final:
part           total, mW  leakage [nW]  switching (mW)  internal, mW
sequential             0             0               0             0
combinational      0.203          1.99           0.115        0.0882
clock                  0             0               0             0
total              0.203          1.99           0.115        0.0882
placed cells by master (no fill, tap or decap), types with 5 or more instances in the layout:
cell type,synthesis,routed
a2111oi_0,10,10
a211o_1,9,9
a211oi_1,10,10
a21o_1,8,8
a21oi_1,31,31
a221oi_1,6,6
a311oi_1,6,6
a31oi_1,8,8
and2_1,5,5
buf_4,5,16
clkdlybuf4s50_1,0,52
fa_1,39,39
ha_1,25,25
inv_1,36,36
mux2i_1,25,25
nand2_1,35,35
nand2b_1,12,12
nand3_1,14,14
nor2_1,34,33
nor2b_1,18,18
nor3_1,8,8
o211ai_1,21,21
o21a_1,8,8
o21ai_0,28,28
o221ai_1,5,5
o22ai_1,17,17
o311ai_0,5,5
o31ai_1,7,7
or3_1,6,6
xor2_1,15,15
area by class of cell:
class,count,area [sq um],share of cell area (%)
Timing Repair Buffer,71,656,12.7
Inverter,38,143,2.77
Multi-Input combinational cell,501,4120,80.0
Tap cell,184,230,4.48
per-layer routing:
layer  track usage [%]  vias to the layer above  routed length [um]
li1                  -                     2296                   -
met1              34.4                     2432                7870
met2              38.0                      284                8490
met3              7.59                       45                2170
met4              8.39                        0                 703
met5                 0                        -                   0
synth_stat cells, drive strengths merged (10+ instances only):
cell type  count  area share, %
ha            25            6.9
o22ai         17            2.3
buf           34            4.9
mux2i         25            5.5
clkbuf        16            1.4
nor2          34            2.8
nand3         14            1.5
o21ai         29            3.2
a2111oi       11            2.3
o211ai        22            3.8
xor2          15            2.9
fa            39             17
nand2         35            2.9
nand2b        12            1.7
nor2b         18            2.5
inv           37            3.1
a211oi        10            1.7
a21oi         32            3.6
critical path, delay by kind of cell:
kind | cells | cell delay [ns]
AOI/OAI and AO/OA | 3 | 0.59
xor gates and xnor gates | 2 | 0.38
adders and majority gates | 14 | 5.68
buffers and inverters | 5 | 1.73
and+or+nand+nor | 4 | 1.14
per-stage QoR:
step | cell area, sq um | util (%) | total power [mW] | std cells | hold WS (ns)
global placement | 5140 | 35.1 | 0.202 | 794 | 8.99
floorplan | 4540 | - | 0.129 | 589 | 7.90
finish | 5140 | 35.1 | 0.203 | 794 | 9.00
CTS | 5140 | 35.1 | 0.202 | 794 | 8.98
detailed placement | 5140 | 35.1 | 0.201 | 794 | 8.97
global route | 5140 | 35.1 | 0.225 | 794 | 9.08
cells by family (layout without fill, tap and decap cells):
| kind of cell | after synthesis | in the layout | synth area share, % |
|---|---|---|---|
| AND-OR/OR-AND | 226 | 226 | 36.7 |
| XOR/XNOR | 17 | 17 | 3.28 |
| adder cells (fa/ha/maj) | 64 | 64 | 24.1 |
| buffers and inverters | 88 | 109 | 9.35 |
| multiplexers | 26 | 26 | 5.76 |
| AND/OR/NAND/NOR | 168 | 168 | 20.8 |
worst paths after layout:
kind                    from       end  slack, ns  cells after the start
setup / recovery  ALU_In2[1]  Flags[2]       2.06                     28
hold / removal     Opcode[2]  Flags[1]       9.00                      3
Power is estimated from default activity; no workload was simulated.
